[design/flow/config.mk]
export PLATFORM = sky130hd
export DESIGN_NAME = board_pair_top
export DESIGN_NICKNAME = board_pair_top
export VERILOG_FILES = /design/flow/design.v
export SDC_FILE = /design/flow/constraint.sdc
export NUM_CORES = 4
export LEC_CHECK = 1
export CORE_UTILIZATION = 40
export SYNTH_HDL_FRONTEND = slang
[design/flow/constraint.sdc]
current_design board_pair_top

set clk_period 4.7
set clk_io_pct 0.2

create_clock -name clk0 -period $clk_period [get_ports {clk}]

set non_clock_inputs [all_inputs -no_clocks]
set_input_delay [expr $clk_period * $clk_io_pct] -clock clk0 $non_clock_inputs
set_output_delay [expr $clk_period * $clk_io_pct] -clock clk0 [all_outputs]
[design/flow/design.v]
module board_core #(
    parameter int N_CARDS = 16
) (
    input  logic        clk,
    input  logic        rst_n,
    input  logic [3:0]  sel_idx,       
    input  logic [3:0]  act_idx,       
    input  logic        req_flip,          
    input  logic        req_unflip,        
    input  logic        req_remove_pair,   
    output logic        can_flip_sel,      
    output logic        flip_ack,          
    output logic        unflip_ack,        
    output logic        remove_ack,        
    output logic        all_pairs_done,    
    input  logic [3:0]  idx_chk,          
    output logic        can_flip_idx,     
    output logic [15:0] card_faceup,
    output logic [15:0] card_removed
);
    localparam logic [3:0] SYM_ROM [0:15] = '{
        4'd0,4'd1,4'd2,4'd3,4'd4,4'd5,4'd6,4'd7,
        4'd0,4'd1,4'd2,4'd3,4'd4,4'd5,4'd6,4'd7
    };
    typedef enum logic [1:0] { HIDDEN=2'b00, FACEUP=2'b01, REMOVED=2'b10 } cstate_e;
    cstate_e state_q [0:15];
    always_comb begin
        card_faceup  = '0;
        card_removed = '0;
        for (int k = 0; k < 16; k++) begin
            card_faceup[k]  = (state_q[k] == FACEUP);
            card_removed[k] = (state_q[k] == REMOVED);
        end
    end
    function automatic int count_removed();
        int c = 0;
        for (int i=0; i<16; i++) if (state_q[i] == REMOVED) c++;
        return c;
    endfunction
    function automatic int count_faceup();
        int c = 0;
        for (int i=0; i<16; i++) if (state_q[i] == FACEUP) c++;
        return c;
    endfunction
    cstate_e s_sel, s_chk;
    always_comb begin
        s_sel = state_q[sel_idx];
        s_chk = state_q[idx_chk];
        can_flip_sel = (s_sel == HIDDEN) && (count_faceup() < 2);
        can_flip_idx = (s_chk == HIDDEN) && (count_faceup() < 2);
    end
    always_comb begin
        all_pairs_done = (count_removed() == 16);
    end
    always_ff @(posedge clk or negedge rst_n) begin
        if (!rst_n) begin
            for (int i = 0; i < 16; i++) begin
                state_q[i] <= HIDDEN;
            end
            flip_ack   <= 1'b0;
            unflip_ack <= 1'b0;
            remove_ack <= 1'b0;
        end else begin
            flip_ack   <= 1'b0;
            unflip_ack <= 1'b0;
            remove_ack <= 1'b0;
            if (req_flip) begin
                if (state_q[act_idx] == HIDDEN && count_faceup() < 2) begin
                    state_q[act_idx] <= FACEUP;
                    flip_ack         <= 1'b1;
                end
            end else if (req_unflip) begin
                if (state_q[act_idx] == FACEUP) begin
                    state_q[act_idx] <= HIDDEN;
                    unflip_ack       <= 1'b1;  
                end
            end else if (req_remove_pair) begin
                if (state_q[act_idx] == FACEUP) begin
                    state_q[act_idx] <= REMOVED;
                    remove_ack       <= 1'b1;
                end
            end
        end
    end
endmodule
module board_pair_top (
    input  logic        clk,
    input  logic        rst_n,
    input  logic [3:0]  sel_idx,
    input  logic [3:0]  act_idx,
    input  logic        req_flip,
    input  logic        req_unflip,
    input  logic        req_remove_pair,
    output logic        can_flip_sel,
    output logic        flip_ack,
    output logic        unflip_ack,
    output logic        remove_ack,
    output logic        all_pairs_done,
    output logic [15:0] card_faceup,
    output logic [15:0] card_removed,
    input  logic [3:0]  idx_chk,        
    output logic        can_flip_idx,   
    input  logic [3:0]  idx_a,
    input  logic [3:0]  idx_b,
    input  logic        pair_start,   
    output logic        pair_done,      
    output logic        pair_match      
);
    board_core u_board (
        .clk             (clk),
        .rst_n           (rst_n),
        .sel_idx         (sel_idx),
        .act_idx         (act_idx),
        .req_flip        (req_flip),
        .req_unflip      (req_unflip),
        .req_remove_pair (req_remove_pair),
        .can_flip_sel    (can_flip_sel),
        .flip_ack        (flip_ack),
        .unflip_ack      (unflip_ack),
        .remove_ack      (remove_ack),
        .all_pairs_done  (all_pairs_done),
        .idx_chk         (idx_chk),       
        .can_flip_idx    (can_flip_idx),  
        .card_faceup     (card_faceup),
        .card_removed    (card_removed)
    );
    pair_check_rom u_pair (
        .clk      (clk),
        .rst_n    (rst_n),
        .start    (pair_start),
        .idx_a    (idx_a),
        .idx_b    (idx_b),
        .done     (pair_done),
        .is_match (pair_match)
    );
endmodule
module pair_check_rom (
    input  logic       clk,
    input  logic       rst_n,
    input  logic       start,       
    input  logic [3:0] idx_a,
    input  logic [3:0] idx_b,
    output logic       done,        
    output logic       is_match	   
);		
    localparam logic [3:0] SYM_ROM [0:15] = '{
        4'd0,4'd1,4'd2,4'd3,4'd4,4'd5,4'd6,4'd7,
        4'd0,4'd1,4'd2,4'd3,4'd4,4'd5,4'd6,4'd7
    };
    logic start_q;
    always_ff @(posedge clk or negedge rst_n) begin
        if (!rst_n) begin
            start_q  <= 1'b0;
            done     <= 1'b0;
            is_match <= 1'b0;
        end else begin
            start_q <= start;
            done    <= 1'b0;           
            if (start & ~start_q) begin
                is_match <= (SYM_ROM[idx_a] == SYM_ROM[idx_b]);
                done     <= 1'b1;      
            end
        end
    end
endmodule
[design/flow/run.sh]
#!/bin/bash
# OpenROAD 26Q1-2900-gdf79404cd8, Yosys 0.63+post, stock flow scripts
make -C /OpenROAD-flow-scripts/flow DESIGN_CONFIG=/design/flow/config.mk WORK_HOME=/design/flow/orfs finish
==> flow_summary.yaml <==
# generated from flow reports
logic_synthesis:
  yosys_cells: 697
  edf_count: 0
  synth_flop_count: 38
  ys_warn_count: 0
  ff_type: "dfrtp_1"
  avgSynthCellArea_um2: 8.40
  yosysUniqueCellTypes: 85
  top_area_share_pct: 16.2
  yosys-top-cells-count: "59 x nand2_1, 59 x nor2_1, 41 x o21ai_0"
  yosysChipArea_um2: 5850
  yosysSeqAreaShare_pct: 16.2
  synth_area_um2: 5850
  syn_inst: 697
  synth.area.top_cells: "dfrtp_1 16%, ha_1 6.4%, mux4_2 6.2%"
  yosysTopAreaCell: "dfrtp_1"
  async_reset_ff_share_pct: 100
global_routing:
  grt_util_all_layers_pct: 24.4
  met3_usage_pct: 2.40
  grt_pass1_vias: 6267
  overflow: 0
  grt_pass1_wl_mm: 29.0
  grt_util_met2_pct: 40.7
  met1_usage_pct: 36.2
  antenna_found_initial: 0
  grt_max_degree: 39
  grt-busiest-layer: "met2"
placement:
  hpwl_mm: 13.4
  placedCellCount: 1159
  gp_congestion: 0.922
  numPortBuffers: 63
clock_tree:
  htreeDepth: 2
  clk_pin_slew_ns: 0.06
  cts_tree: "done"
  cts.sinks: 38
  cts_inserted_buffers: 5
  insertion_delay_ns: 0.28
  cts_hold_buf: 0
  cts-root-buf: "clkbuf_16"
  clock_path_buffers: 2
timing:
  max_freq_ghz: 0.103
  worst_slack_ns: -4.99
  slew_headroom_pct: 51.4
  final.setup.tns_ns: -87.50
  hold_viol: 0
  finalCritPeriodShare_pct: 206
  rsz0062_at_grt: "true"
  layout_min_cycle_time_ns: 9.69
  skew_ns: 0.00390
  drv_slew: 0
  setup_viol: 20
  worst_slew_pin_slew_ns: 0.727
  whs_ns: 0.417
setup_path:
  crit_slowest_cell: "dfrtp_1"
  criticalPathCategory: "reg -> out"
  critPathMaxFanout: 4
  slowest_delay_ns: 0.40
  worstPathRequired_ns: 3.76
  cp_common_cell: "ha_4"
  start_kind: "flop"
  end_kind: "output port"
  critPathArrivalTime_ns: 8.75
  r2r_cells: 52
floorplan:
  core_um2: 14100
  io_pins: 66
  dieArea_um2: 15100
  initCoreUtil_pct: 41.5
  die_h_um: 123
  num_rows: 43
  die_w_um: 123
route:
  ant_nets: 0
  viasPerCell: 5.34
  vias: 6451
  routedWlPerCell_um: 14.6
  drc_errors: 0
  drtPass1Iterations: 5
  first_iter_violations: 302
  wirelength_mm: 17.7
  antenna_cells: 0
outcome:
  violations: "negative setup slack"
  status: "finished with violations"
job:
  warnings: 32
  drv_cap: 0
hold_path:
  hold_depth: 1
  hp-class: "reg -> reg"
cells_and_area:
  layout.cells.non_filler: 1207
  drive_gt1_share_pct: 44.3
  areaGrowthSynthToFinish_pct: 66.7
## worst max-delay path: cells and delay by family (launching register included)
family / cells / cell delay, ns
XOR/XNOR: 2 / 0.26
buffers and inverters: 3 / 0.40
multiplexers: 2 / 0.55
adder cells (fa/ha/maj): 13 / 3.29
AND-OR/OR-AND: 10 / 1.72
flip-flops: 1 / 0.40
AND/OR/NAND/NOR: 18 / 1.87
## layout by cell type (no fill, tap or decap), drive strengths merged, types with 8 or more instances in the layout
master | Yosys | routed
a211oi | 10 | 10
a21oi | 28 | 28
and2 | 8 | 8
buf | 12 | 291
clkbuf | 17 | 8
clkdlybuf4s50 | 0 | 59
dfrtp | 38 | 38
ha | 30 | 30
inv | 41 | 41
mux4 | 16 | 16
nand2 | 60 | 60
nand2b | 27 | 27
nand3 | 20 | 20
nand3b | 13 | 13
nand4 | 11 | 11
nand4b | 8 | 8
nor2 | 59 | 59
nor2b | 14 | 14
nor3 | 10 | 10
o211ai | 8 | 8
o21ai | 42 | 42
o21bai | 15 | 15
o31ai | 8 | 8
xnor2 | 47 | 47
xnor3 | 10 | 10
xor2 | 24 | 24
## cell type report
type,count,area [µm²]
multi-input combinational,585,5410
fill,1013,4340
timing repair buffer,352,2830
sequential,38,951
tap,180,225
inverter,45,174
clock buffer,6,139
clock inverter,1,30.0
## stage by stage
stage,instance area [µm²],setup slack [ns],utilization (%)
2_1_floorplan,6190,-4.46,-
3_3_place_gp,8740,-4.88,62.0
3_5_place_dp,8740,-5.10,62.0
4_1_cts,9340,-5.02,66.3
5_1_grt,9760,-5.37,69.2
6_report,9760,-4.99,69.2
## cells by family after synthesis
| kind of cell | count (synthesis) | share of synthesized area (%) |
|---|---|---|
| adder cells (fa/ha/maj) | 30 | 6.41 |
| multiplexers | 29 | 8.51 |
| XOR/XNOR | 86 | 18.3 |
| AND-OR/OR-AND | 171 | 20.0 |
| AND/OR/NAND/NOR | 269 | 25.3 |
| buffers and inverters | 74 | 5.22 |
| flip-flops | 38 | 16.2 |
## what timing repair did
action,in CTS,in global routing
setup buffers,30,14
pin swaps,20,65
setup endpoints to repair,20,20
gates resized,39,65
endpoints found under the hold margin,0,0
## path summary, 6_finish.rpt
kind	start	slack, ns	to
min reg2reg	u_pair.start_q$_DFF_PN0_	0.42	u_pair.done$_DFF_PN0_
max in group asynchronous	rst_n	3.66	u_board.state_q[0]$_DFFE_PN0P_
min in group asynchronous	rst_n	0.70	u_pair.start_q$_DFF_PN0_
min	u_pair.start_q$_DFF_PN0_	0.42	u_pair.done$_DFF_PN0_
max reg2reg	flop	-4.34	u_board.state_q[30]$_DFFE_PN0P_
max	flop	-4.99	all_pairs_done
## metal layers
| metal | vias up | wire length (µm) |
|---|---|---|
| li1 | 3221 | - |
| met5 | - | 0 |
| met2 | 148 | 8230 |
| met4 | 0 | 170 |
| met1 | 3069 | 8540 |
| met3 | 13 | 734 |
